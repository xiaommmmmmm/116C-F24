File: design.v
module PhysicalRF(
    input wire clk,
    input wire rst_n,
    input wire [5:0] iq2rf_rs1_addr,       
    input wire [5:0] iq2rf_rs2_addr,       
    output reg [31:0] rf2iq_scr1_data,     
    output reg [31:0] rf2iq_scr2_data,     
    input wire cdb_valid,                   
    input wire [5:0] cdb_tag,              
    input wire [31:0] cdb_data             
);
reg [31:0] phys_regs [63:0];
always @(*) begin
    rf2iq_scr1_data = phys_regs[iq2rf_rs1_addr];
    rf2iq_scr2_data = phys_regs[iq2rf_rs2_addr];
end
integer i;
always @(posedge clk or negedge rst_n) begin
    if (!rst_n) begin
        for (i = 0; i < 64; i = i + 1) begin
            phys_regs[i] <= 32'd0;
        end
    end
    else begin
        if (cdb_valid) begin
            phys_regs[cdb_tag] <= cdb_data;
        end
    end
end
endmodule
File: run.sh
#!/bin/bash
# OpenROAD 26Q1-2900-gdf79404cd8, Yosys 0.63+post, stock flow scripts
make -C /OpenROAD-flow-scripts/flow DESIGN_CONFIG=/design/flow/config.mk WORK_HOME=/design/flow/orfs finish
File: config.mk
export PLATFORM = sky130hd
export DESIGN_NAME = PhysicalRF
export DESIGN_NICKNAME = PhysicalRF
export VERILOG_FILES = /design/flow/design.v
export SDC_FILE = /design/flow/constraint.sdc
export NUM_CORES = 4
export LEC_CHECK = 1
export CORE_UTILIZATION = 40
File: constraint.sdc
current_design PhysicalRF

set clk_period 10.1
set clk_io_pct 0.2

create_clock -name clk0 -period $clk_period [get_ports {clk}]

set non_clock_inputs [all_inputs -no_clocks]
set_input_delay [expr $clk_period * $clk_io_pct] -clock clk0 $non_clock_inputs
set_output_delay [expr $clk_period * $clk_io_pct] -clock clk0 [all_outputs]
==> flow_metrics.py <==
# Synthesis and PnR figures
metrics = {
    "routing": {
        "drt-initial-drc-count": 14300,
        "drc": 0,
        "routed_wl_mm": 775,
        "ant_nets": 5,
        "vias_per_cell": 8.27,
        "drt_first_pass_iters": 26,
        "routedWlPerCell_um": 63.1,
        "vias": 102000,
    },
    "yosys": {
        "syn_inst": 8413,
        "mappedNetlistArea_um2": 101000,
        "edf_count": 0,
        "async_reset_ff_frac": 1.00,
        "synth_area_per_cell_um2": 12.0,
        "ys_seq_frac": 0.507,
        "ys.flop_type": "dfrtp_1",
        "ys_ff": 2048,
        "post_synth_num_cell_types": 66,
        "ys_cells": 8413,
        "ys_area_um2": 101000,
        "yosys_warnings": 2,
    },
    "outcome": {
        "violations": "antenna rules",
        "status": "finished with violations",
    },
    "timing": {
        "final-setup-viol-count": 0,
        "max_slew.worst_pin.slew_ns": 1.39,
        "finClkSkew_ns": 0,
        "fin_tns_setup_ns": 0,
        "max_slew_margin": 0.0482,
        "whs_ns": 0.527,
        "post-route-period-util": 0.921,
        "rsz0062_at_grt": "false",
        "hold_viol": 0,
        "maxSlewViolCount": 0,
        "fmax_mhz": 108,
        "post-route-min-period_ns": 9.30,
    },
    "final_layout": {
        "finish.instance_area_um2": 118000,
        "fin_util": 0.468,
        "reg_top3": "phys_regs x2048",
        "drive_gt1_frac": 0.379,
        "largest_reg_flops": 2048,
        "regMostFlops": "phys_regs",
        "syn_to_final_growth_pct": 16.4,
    },
    "global_route": {
        "overflow": 0,
        "gr-usage-all-layers": 0.629,
        "antenna_found_initial": 131,
        "grt_pass1_vias": 92000,
        "grt_pass1_wl_mm": 984,
        "grt_max_degree": 126,
    },
    "die": {
        "die_y_um": 505,
        "core_area_um2": 251000,
        "ioPinCount": 117,
        "num_rows": 184,
        "die-area_um2": 255000,
        "die_w_um": 505,
        "fp-utilization": 0.402,
    },
    "setup_path": {
        "worstSetupPathType": "primary input to primary output",
        "cpMostUsedCell": "buf_4",
        "cp.arrival_ns": 7.28,
        "cp_cell_sequence": "buf_2 > buf_4 > and4bb_2 > buf_4 > and3_1 > a2111oi_0 > nand3_1 > nor4_1 > a31oi_1 > clkdlybuf4s50_1",
        "worstSetupEndpointType": "primary output",
        "cp_max_fo": 28,
        "cp-start-kind": "primary input",
        "critPathMaxStageDelay_ns": 1.08,
        "critPathSlowestCell": "a2111oi_0",
        "cp.required_ns": 8.08,
    },
    "clock_tree": {
        "cts_root_buf": "clkbuf_16",
        "clk_latency_ns": 0.92,
        "post_cts_resized": 0,
        "clk_path_buf_depth": 3,
        "path_clk_slew_ns": 0.06,
        "h-tree-depth": 4,
        "cts_hold_buf": 0,
        "cts_made_buffers": 229,
        "cts_tree": "built",
        "cts.sinks": 2048,
        "cts_setup_buffers": 0,
    },
    "job": {
        "warnings": 55,
        "drv_cap": 0,
    },
    "power_and_ir_drop": {
        "total_power_mw": 22.2,
        "power.density_nw_per_um2": 189,
        "p_leak_nw": 53.5,
        "vdd_ir_drop_max_v": 0.000177,
    },
    "placed_design": {
        "placed_area_um2": 109000,
        "port_buffers": 116,
        "dpl.hpwl_mm": 487,
        "place.gp.congestion": 1.12,
    },
    "hold_path": {
        "hold_class": "flop to flop",
    },
}
[layout by cell type (no fill, tap or decap), types with 7 or more instances in the layout]
| cell | instances |
|---|---|
| a31oi_1 | 42 |
| nor2_1 | 105 |
| clkbuf_16 | 230 |
| bufinv_16 | 35 |
| o211ai_1 | 11 |
| buf_2 | 37 |
| clkbuf_1 | 41 |
| o22ai_1 | 11 |
| clkdlybuf4s50_1 | 78 |
| clkinv_16 | 7 |
| a221oi_1 | 34 |
| dfrtp_1 | 2048 |
| and2_2 | 30 |
| clkbuf_8 | 42 |
| buf_12 | 49 |
| nand3_1 | 101 |
| o21ai_0 | 16 |
| clkinv_2 | 43 |
| nor4_1 | 100 |
| nand4_1 | 324 |
| nand2_4 | 46 |
| diode_2 | 335 |
| and2_4 | 35 |
| a21oi_1 | 75 |
| a22oi_1 | 1718 |
| nor2_4 | 74 |
| buf_4 | 506 |
| a222oi_1 | 28 |
| clkinv_4 | 8 |
| a2111oi_0 | 63 |
| clkinvlp_4 | 10 |
| mux2_2 | 2039 |
| and3_1 | 221 |
| nand2_1 | 135 |
| nor3_1 | 50 |
| mux2_1 | 10 |
| a22o_1 | 46 |
[logic make-up after synthesis]
logic type / after synthesis / synth area share
AOI/OAI and AO/OA: 2087 / 0.156
muxes: 2051 / 0.228
DFF: 2048 / 0.507
and+or+nand+nor: 1309 / 0.0724
buffers and inverters: 918 / 0.0367
[per-layer routing]
layer  vias to the layer above  routed length, um  share of wire  global-route usage
li1                      33200                  -              -                   -
met1                     51700             262000           0.34               0.714
met2                     12000             294000           0.38               0.751
met3                      4586             133000           0.17               0.481
met4                        96              83500           0.11               0.531
met5                         -               2320         0.0030               0.113
[cells in the mapped netlist (46+ instances only)]
library cell	instances	area (um^2)
a21oi_1	75	375
a22o_1	46	403
nor3_1	53	265
a22oi_1	1718	12900
clkbuf_1	573	2150
nand3_1	101	505
nor4_1	102	638
buf_2	150	751
nand4_1	324	2030
and2_1	59	369
a2111oi_0	71	622
mux2_2	2039	23000
nand2_1	181	679
and3_1	221	1380
dfrtp_1	2048	51200
nor2_1	173	649
buf_1	175	657
[per-stage QoR]
stage | setup slack (ns) | instances
after floorplan | 4.37 | 8413
after detailed placement | 1.17 | 11500
after global placement | 0.976 | 11500
after CTS | 1.16 | 11900
final | 0.798 | 12300
after global routing | 1.13 | 12000
[worst paths after layout]
| path | start | endpoint | slack (ns) | cells past startpoint |
|---|---|---|---|---|
| setup / recovery | iq2rf_rs2_addr[0] | rf2iq_scr2_data[9] | 0.80 | 10 |
| max in group asynchronous | rst_n | phys_regs[14][19] | 6.09 | 4 |
| setup reg to reg | phys_regs[20][20] | phys_regs[20][20] | 9.07 | 1 |
| hold / removal | phys_regs[9][2] | phys_regs[9][2] | 0.53 | 1 |
| min in group asynchronous | rst_n | phys_regs[58][29] | 1.00 | 1 |
| hold reg to reg | phys_regs[9][2] | phys_regs[9][2] | 0.53 | 1 |
[power breakdown]
part / total [mW] / internal [mW] / switching [mW]
clock network: 9.32 / 5.40 / 3.92
registers: 10.6 / 9.28 / 1.35
logic: 2.29 / 1.06 / 1.24
total: 22.2 / 15.7 / 6.50
[area by class of cell]
class	count	area [um^2]
tap	3348	4190
sequential	2048	51200
fill	22400	134000
inverter	2	7.51
timing repair buffer	673	5790
clock inverter	112	1730
clock buffer	313	6490
multi-input combinational	5447	47400
antenna	335	838
[worst max-delay path: cells and delay by family]
kind	cells	cell delay (ns)
AOI/OAI and AO/OA	2	1.37
buffers and inverters	4	1.76
and+or+nand+nor	4	2.08
