==> design/flow/run.sh <==
#!/bin/bash
# OpenROAD 26Q1-2900-gdf79404cd8, Yosys 0.63+post, stock flow scripts
make -C /OpenROAD-flow-scripts/flow DESIGN_CONFIG=/design/flow/config.mk WORK_HOME=/design/flow/orfs finish
==> design/flow/config.mk <==
export PLATFORM = sky130hd
export DESIGN_NAME = ALU1
export DESIGN_NICKNAME = ALU1
export VERILOG_FILES = /design/flow/design.v
export SDC_FILE = /design/flow/constraint.sdc
export NUM_CORES = 4
export LEC_CHECK = 1
export CORE_UTILIZATION = 30
==> design/flow/design.v <==
module ALU1(
    input wire clk,
    input wire rst_n,
    input wire alu1_issue_valid,
    input wire [5:0] alu1_rd,           
    input wire [5:0] alu1_rob_num,      
    input wire [31:0] alu1_scr1_data,
    input wire [31:0] alu1_scr2_data,
    input wire [31:0] alu1_imm,
    input wire [3:0] alu1_op,
    input wire alu1_src_sel,
    input wire alu1_reg_write,
    output reg alu2iq_ready1,           
    output reg cdb_request,             
    input wire cdb_grant,              
    output reg [5:0] cdb_tag,          
    output reg [31:0] cdb_data      
);
    parameter ALU_ADD  = 4'b0000;
    parameter ALU_XOR  = 4'b0001;
    parameter ALU_OR   = 4'b0010;
    parameter ALU_SRA  = 4'b0011;
    parameter ALU_PASS = 4'b0100;
    reg [31:0] alu_result;
    reg busy;
    reg waiting_for_cdb;   
    wire [31:0] operand_a = alu1_scr1_data;
    wire [31:0] operand_b = alu1_src_sel ? alu1_imm : alu1_scr2_data;
    always @(*) begin
        case(alu1_op)
            ALU_ADD:  alu_result = operand_a + operand_b;
            ALU_XOR:  alu_result = operand_a ^ operand_b;
            ALU_OR:   alu_result = operand_a | operand_b;
            ALU_SRA:  alu_result = $signed(operand_a) >>> operand_b[4:0];
            ALU_PASS: alu_result = operand_b;
            default:  alu_result = 32'b0;
        endcase
    end
    always @(posedge clk or negedge rst_n) begin
        if (!rst_n) begin
            busy <= 1'b0;
            waiting_for_cdb <= 1'b0;
            cdb_request <= 1'b0;
            cdb_tag <= 6'b0;
            cdb_data <= 32'b0;
            alu2iq_ready1 <= 1'b1;
        end
        else begin
            if (alu1_issue_valid && !busy) begin
                busy <= 1'b1;
                alu2iq_ready1 <= 1'b0;
                waiting_for_cdb <= 1'b1;
                cdb_request <= 1'b1;
                cdb_tag <= alu1_rd;
                cdb_data <= alu_result;
            end
            else if (waiting_for_cdb) begin
                if (cdb_grant) begin
                    waiting_for_cdb <= 1'b0;
                    busy <= 1'b0;
                    cdb_request <= 1'b0;
                    alu2iq_ready1 <= 1'b1;
                end
            end
        end
    end
endmodule
module ALU2(
    input wire clk,
    input wire rst_n,
    input wire alu2_issue_valid,
    input wire [5:0] alu2_rd,
    input wire [5:0] alu2_rob_num,
    input wire [31:0] alu2_scr1_data,
    input wire [31:0] alu2_scr2_data,
    input wire [31:0] alu2_imm,
    input wire [3:0] alu2_op,
    input wire alu2_src_sel,
    input wire alu2_reg_write,
    output reg alu2iq_ready2,
    output reg cdb_request,
    input wire cdb_grant,
    output reg [5:0] cdb_tag,
    output reg [31:0] cdb_data
);
    parameter ALU_ADD  = 4'b0000;
    parameter ALU_XOR  = 4'b0001;
    parameter ALU_OR   = 4'b0010;
    parameter ALU_SRA  = 4'b0011;
    parameter ALU_PASS = 4'b0100;
    reg [31:0] alu_result;
    reg busy;
    reg waiting_for_cdb;
    wire [31:0] operand_a = alu2_scr1_data;
    wire [31:0] operand_b = alu2_src_sel ? alu2_imm : alu2_scr2_data;
    always @(*) begin
        case(alu2_op)
            ALU_ADD:  alu_result = operand_a + operand_b;
            ALU_XOR:  alu_result = operand_a ^ operand_b;
            ALU_OR:   alu_result = operand_a | operand_b;
            ALU_SRA:  alu_result = $signed(operand_a) >>> operand_b[4:0];
            ALU_PASS: alu_result = operand_b;
            default:  alu_result = 32'b0;
        endcase
    end
    always @(posedge clk or negedge rst_n) begin
        if (!rst_n) begin
            busy <= 1'b0;
            waiting_for_cdb <= 1'b0;
            cdb_request <= 1'b0;
            cdb_tag <= 6'b0;
            cdb_data <= 32'b0;
            alu2iq_ready2 <= 1'b1;
        end
        else begin
            if (alu2_issue_valid && !busy) begin
                busy <= 1'b1;
                alu2iq_ready2 <= 1'b0;
                waiting_for_cdb <= 1'b1;
                cdb_request <= 1'b1;
                cdb_tag <= alu2_rd;
                cdb_data <= alu_result;
            end
            else if (waiting_for_cdb) begin
                if (cdb_grant) begin
                    waiting_for_cdb <= 1'b0;
                    busy <= 1'b0;
                    cdb_request <= 1'b0;
                    alu2iq_ready2 <= 1'b1;
                end
            end
        end
    end
endmodule
==> design/flow/constraint.sdc <==
current_design ALU1

set clk_period 6.7
set clk_io_pct 0.2

create_clock -name clk0 -period $clk_period [get_ports {clk}]

set non_clock_inputs [all_inputs -no_clocks]
set_input_delay [expr $clk_period * $clk_io_pct] -clock clk0 $non_clock_inputs
set_output_delay [expr $clk_period * $clk_io_pct] -clock clk0 [all_outputs]
==> job_summary.md <==
### Metrics collected by this job

| Metric | Value |
|---|---|
| Chip height | between 100 and 150 microns |
| YS chip area | 6414 sq um |
| LEAKAGE | 0.003750 uW |
| Routed WL | 24870 microns |
| Grt ovf | 0 |
| Cts bufs inserted | 5 |
| Routed Antenna Nets | 0 |
| Placed Instances | 1237 |
| CTS tree | built |
| Initial antenna violation count | 0 |
| CTS resizes | 0 |
| Status | finished clean |
| Crit path buf inv count | 4 |
| Clock skew | 7.144 ps |
| Core Util, Final | between 30% and 40% |
| DR vias | 6857 |
| Fin Setup TNS | 0 ps |
| Area delta synth->final | 30.47% |
| WL per Instance | 19.97 microns |
| Final min period | approximately 5100 ps |
| Buffers on Ports | 150 |
| Largest net degree at the start of global routing | about 43 |
| OpenROAD warnings | 68 |
| Worst-path maximum fanout | 12 |
| Share of layout cells above drive strength 1 | 6.289% |
| Syn Inst Count | 846 |
| NetSw | 518.2 uW |
| Slew Limit Fails | 0 |
| Max stage delay on crit path | around 530 ps |
| GRT Overall Usage | 22.86% |
| Slowest-stage cell, CP | inv_1 |
| Comb pwr share | 51.5% |
| Boundary Pins | 158 |
| Yosys reg bits | 41 |
| Clock transition at path regs | 70 ps |
| Final setup fails | 0 |
| Main synth FF type | dfrtp_1 |
| Async SR Flop Fraction | approximately 100% |
| Hold-fix buffers, CTS | 0 |
| Top Family by Delay on Critical Path | AND-OR/OR-AND gates |
| Cell-internal power | 861.7 uW |
| Netlist cell types | 69 |
| Dominant logic cell type in the layout | clkdlybuf4s50_1 |
| Max VDD drop | approximately 0.000079 V |
| Critical-path cell list | clkdlybuf4s50_1 > mux2i_4 > inv_1 > ha_1 > inv_1 > fa_1 > inv_1 > a21oi_1 > o211ai_1 > a31oi_1 > o31a_1 > o211a_1 > o21ai_1 > xnor2_1 > o211ai_1 |
| Measured slew at the worst slew-check pin | 1154 ps |
| DIE WIDTH | 148.2 microns |
| P per Cell Area | between 150 and 200 nW/um^2 |
| CP dominant cell by count | inv_1 |
| Root Driver | clkbuf_16 |
| Max-Slew Margin vs Limit | 22.86% |
| DRT Pass-1 Iters | 5 |
| Fmax | 196.9 MHz |
| YS warnings | 1 |
| Number of enable flip-flop cells | 0 |
| Drt via density | 5.508 |
| Clock tree buffer depth | 2 |
| Die area | 21970 sq um |
| Ys cells | 846 |
| Post-Synthesis Cell Area | 6414 sq um |
| First-pass GRT wire length | 37540 microns |
| DP Wirelength | 18910 microns |
| Sequential Power Share | 24.5% |
| Drt drc | 0 |
| Setup Buffers After CTS | 0 |
| CP required | roughly 7000 ps |
| Floorplan core density | between 30% and 40% |
| Crit Path Class | in -> reg |
| Core area | 21020 sq um |
| Switching Fraction | 37.55% |
| Worst setup EP type | flip-flop |
| Mapped Avg Cell Area | 7.581 sq um |
| Part of the power in the clock network | 24.0% |
| Tcrit/Tclk final | 75.82% |
| Hold Violations, Final | 0 |
| Startpoint Class | primary input |
| Post-synthesis sequential area ratio | 16.02% |
| Latency at later pin | 300 ps |
| GP Congestion | 0.9423 |
| Arr. time, crit path | between 5000 and 6000 ps |
| Fin Hold WS | 477.5 ps |
| Vias in the first global route | 6314 |
| Top Layout Cells | clkdlybuf4s50_1, nand2_1, mux2i_1, a21oi_1, inv_1 |
| Initial DRC Count | 560 |
| H-tree Lvls | 2 |
| Unrepaired setup endpoints after global routing | false |
| Layout Cells excl Fill | 1245 |
| HP Class | reg -> reg |
| Max-cap violations | 0 |
| # diodes | 0 |
| Row count | roughly 53 |
| Clk sinks | 41 |
state kept, by name, indices dropped and copies added (netlist names):
register,flops
busy,1
alu2iq_ready1,1
cdb_data,32
cdb_tag,6
waiting_for_cdb,1
cells in the mapped netlist, types with 13 or more instances:
| library cell | n | area share (%) |
|---|---|---|
| mux2i_1 | 80 | 12 |
| xor2_1 | 13 | 1.8 |
| dfrtp_1 | 40 | 16 |
| a21oi_1 | 76 | 5.9 |
| clkbuf_1 | 34 | 2.0 |
| o21ai_0 | 47 | 3.7 |
| inv_1 | 71 | 4.2 |
| nand3_1 | 21 | 1.6 |
| o221ai_1 | 13 | 1.8 |
| nand2_1 | 97 | 5.7 |
| ha_1 | 68 | 13 |
| nor2_1 | 60 | 3.5 |
| o211ai_1 | 17 | 2.0 |
per-layer routing:
layer	GRT usage (%)	wire, microns	vias up
li1	-	-	3331
met1	34.38	11480	3209
met5	0	0	-
met3	4.225	1925	18
met2	35.05	11140	299
met4	3.093	321	0
cells by family after synthesis:
family	after synthesis	share of synthesized area, %
flops	41	16.02
mux	96	16.45
fa+ha+maj	69	13.58
simple gates	218	14.92
xor+xnor	24	3.277
buf+inv	128	8.135
compound gates	270	27.62
metrics by stage:
step	power (uW)	worst slack (ps)	cell area [sq um]
after floorplan	724.5	2197	6414
after global placement	1045	1430	8178
after detailed placement	1044	1394	8178
after CTS	1384	1698	8368
after global routing	1468	1374	8368
final	1380	1620	8368
tightest hold or removal path: stages, from the launching register on:
cell     delay, ps
dfrtp_1        340
nand2_1         50
nand2_1         60
power by group through the flow:
stage | clock network, uW | registers, uW | logic [uW]
finish | 332 | 338 | 710
global route | 346 | 345 | 777
CTS | 340 | 338 | 706
area by class of cell:
type	instances	area [sq um]
Clock buffer	5	125.1
Clock inverter	3	65.06
Fill cell	2121	12650
Inverter	74	277.8
Multi-Input combinational cell	677	4887
Sequential cell	41	1027
Tap cell	275	344.1
Timing Repair Buffer	170	1642
worst paths after layout:
check,start,end,slack (ps),cells after the start
setup / recovery,alu1_imm[0],cdb_data[30],1620,15
hold / removal,cdb_tag[2],cdb_tag[2],480,2
setup reg to reg,busy,cdb_data[6],4140,7
min in group asynchronous,rst_n,cdb_tag[5],1120,2
max in group asynchronous,rst_n,cdb_data[7],5160,2
hold reg to reg,cdb_tag[2],cdb_tag[2],480,2
No activity file was given, so power comes from the tool's default toggle rates.
